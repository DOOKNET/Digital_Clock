--- flow/config.mk ---
export PLATFORM = sky130hd
export DESIGN_NAME = TOP
export DESIGN_NICKNAME = TOP
export VERILOG_FILES = /design/flow/design.v
export SDC_FILE = /design/flow/constraint.sdc
export NUM_CORES = 4
export LEC_CHECK = 1
export CORE_UTILIZATION = 40
--- flow/design.v ---
module TOP(
	input	clk,
	input	rst_n,
	input	set_time_finish,		 
	input 	[3:0]	set_sec_ge,
	input 	[3:0]	set_sec_shi, 
	input 	[3:0]	set_min_ge,  
	input 	[3:0]	set_min_shi,	
	input 	[3:0]	set_hour_ge,
	input 	[3:0]	set_hour_shi,
	input	clock_en,				 
	input 	[3:0]	clock_min_ge,
	input 	[3:0]	clock_min_shi,
	input 	[3:0]	clock_hour_ge,
	input 	[3:0]	clock_hour_shi,
	output	clock_out,
	output	[3:0]	sec_ge_r,
	output	[3:0]	sec_shi_r,
	output	[3:0]	min_ge_r,
	output	[3:0]	min_shi_r,
	output	[3:0]	hour_ge_r,
	output	[3:0]	hour_shi_r,
    output  [7:0]   data_out,		 
    output  [7:0]   select
);
wire 	[3:0]	sec_ge_rr;
wire	[3:0]	sec_shi_rr;
wire	[3:0]	min_ge_rr;
wire	[3:0]	min_shi_rr;
wire	[3:0]	hour_ge_rr;
wire	[3:0]	hour_shi_rr;
assign	sec_ge_r = sec_ge_rr;
assign	sec_shi_r = sec_shi_rr;
assign	min_ge_r = min_ge_rr;
assign	min_shi_r = min_shi_rr;
assign	hour_ge_r = hour_ge_rr;
assign	hour_shi_r = hour_shi_rr;
time_control			time_control_inst(
	.clk				(clk),
	.rst_n				(rst_n),
	.set_time_finish	(set_time_finish),
	.set_sec_ge			(set_sec_ge),
	.set_sec_shi		(set_sec_shi),	 
	.set_min_ge			(set_min_ge),  
	.set_min_shi		(set_min_shi),	
	.set_hour_ge		(set_hour_ge),
	.set_hour_shi		(set_hour_shi),
	.clock_en			(clock_en),	
	.clock_min_ge		(clock_min_ge),
	.clock_min_shi		(clock_min_shi),
	.clock_hour_ge		(clock_hour_ge),
	.clock_hour_shi		(clock_hour_shi),
	.clock_out			(clock_out),
	.sec_ge_r			(sec_ge_rr),
	.sec_shi_r			(sec_shi_rr),
	.min_ge_r			(min_ge_rr),
	.min_shi_r			(min_shi_rr),
	.hour_ge_r			(hour_ge_rr),
	.hour_shi_r			(hour_shi_rr)
);
display_ctrl		display_ctrl_inst(
    .clk			(clk),
    .rst_n			(rst_n),
    .sec_ge			(sec_ge_rr),
    .sec_shi		(sec_shi_rr),
    .min_ge			(min_ge_rr),
    .min_shi		(min_shi_rr),
    .hour_ge		(hour_ge_rr),
    .hour_shi		(hour_shi_rr),
    .data_out		(data_out),
    .select			(select)
);
endmodule
module display_ctrl(
    input   clk,
    input   rst_n,
    input   [3:0]   sec_ge,
    input   [3:0]   sec_shi,
    input   [3:0]   min_ge,
    input   [3:0]   min_shi,
    input   [3:0]   hour_ge,
    input   [3:0]   hour_shi,
    output  [7:0]   data_out,
    output  [7:0]   select
);
reg [7:0]  data;     
reg [7:0]  sel;      
reg [3:0]  display_data=0;
reg [10:0] m=0;
always @ ( posedge clk or negedge rst_n)    begin
    if(!rst_n)  begin
        m <= 0;
    end
    else    begin
        m <= m+1;
    end
end  
always@( posedge clk)   begin
    case(m[5:3])
        0: begin
            display_data<=4'b0000;
            sel<=8'b1111_1110;
        end
        1: begin
            display_data<=4'b0000;
            sel<=8'b1111_1101;
        end
        2: begin
            display_data<=hour_shi;
            sel<=8'b1111_1011;
        end
        3: begin
            display_data<=hour_ge;
            sel<=8'b1111_0111;
        end
        4: begin
            display_data<=min_shi;
            sel<=8'b1110_1111;
        end
        5: begin
            display_data<=min_ge;
            sel<=8'b1101_1111;
        end
        6: begin
            display_data<=sec_shi;
            sel<=8'b1011_1111;
        end
        7: begin
            display_data<=sec_ge;
            sel<=8'b0111_1111;
        end
        default:begin
            data<=8'b0;
            sel<=8'b0;
        end 
    endcase  
end
always @(display_data)  begin
    case(display_data)                       
        4'h0:data = 8'hc0; 
        4'h1:data = 8'hf9; 
        4'h2:data = 8'ha4; 
        4'h3:data = 8'hb0; 
        4'h4:data = 8'h99; 
        4'h5:data = 8'h92; 
        4'h6:data = 8'h82; 
        4'h7:data = 8'hf8; 
        4'h8:data = 8'h80; 
        4'h9:data = 8'h90; 
        default data = data;
    endcase
end
assign  select = sel;
assign  data_out = data;
endmodule
module time_control(
	input	clk,
	input	rst_n,
	input	set_time_finish,		 
	input 	[3:0]	set_sec_ge,
	input 	[3:0]	set_sec_shi, 
	input 	[3:0]	set_min_ge,  
	input 	[3:0]	set_min_shi,	
	input 	[3:0]	set_hour_ge,
	input 	[3:0]	set_hour_shi,
	input	clock_en,				 
	input 	[3:0]	clock_min_ge,
	input 	[3:0]	clock_min_shi,
	input 	[3:0]	clock_hour_ge,
	input 	[3:0]	clock_hour_shi,
	output	reg	clock_out,
	output	[3:0]	sec_ge_r,
	output	[3:0]	sec_shi_r,
	output	[3:0]	min_ge_r,
	output	[3:0]	min_shi_r,
	output	[3:0]	hour_ge_r,
	output	[3:0]	hour_shi_r
);
reg		[15:0]	cnt_1ms;	 
reg 	flag_1ms;			 
always @(posedge clk or negedge rst_n) begin
	if(!rst_n)	begin
		cnt_1ms <= 0;
		flag_1ms <= 0;
	end
	else if(cnt_1ms == 16'd4)	begin
		cnt_1ms <= 0;
		flag_1ms <= 1;
	end
	else	begin
		cnt_1ms <= cnt_1ms + 1;
		flag_1ms <= 0;
	end
end
reg		[11:0]	cnt_1s;		 
reg		flag_1s;			 
always @(posedge clk or negedge rst_n) begin
	if(!rst_n)	begin
		cnt_1s <= 0;
		flag_1s <= 0;
	end
	else if(flag_1ms)	begin
		if(cnt_1s == 12'd4)	begin
			cnt_1s <= 0;
			flag_1s <= 1;
		end
		else	begin
			cnt_1s <= cnt_1s + 1;
			flag_1s <= 0;
		end
	end
	else	begin
		cnt_1s <= cnt_1s;
		flag_1s <= 0;
	end
end
reg		[3:0]	sec_ge;
reg		flag_sec_ge;		 
reg		[2:0]	sec_shi;
reg		flag_sec_shi;		 
always @(posedge clk or negedge rst_n) begin
	if(!rst_n)	begin
		sec_ge <= 0;
		flag_sec_ge <= 0;
	end
	else if(set_time_finish)	begin
		sec_ge <= set_sec_ge;
		flag_sec_ge <= 0;
	end
	else if(flag_1ms)	begin
		if(sec_ge == 4'd9)	begin
			sec_ge <= 0;
			flag_sec_ge <= 1;
		end
		else	begin
			sec_ge <= sec_ge + 1;
			flag_sec_ge <= 0;
		end
	end
	else	begin
		sec_ge <= sec_ge;
		flag_sec_ge <= 0;
	end
end
always @(posedge clk or negedge rst_n) begin
	if(!rst_n)	begin
		sec_shi <= 0;
		flag_sec_shi <= 0;
	end
	else if(set_time_finish)	begin
		sec_shi <= set_sec_shi;
		flag_sec_shi <= 0;
	end		
	else if(flag_sec_ge)	begin
		if(sec_shi == 3'd5)begin
			sec_shi <= 0;
			flag_sec_shi <= 1;
		end
		else	begin
			sec_shi <= sec_shi + 1;
			flag_sec_shi <= 0;
		end
	end
	else	begin
		sec_shi <= sec_shi;
		flag_sec_shi <= 0;
	end
end
reg		[3:0]	min_ge;
reg		flag_min_ge;		 
reg		[2:0]	min_shi;
reg		flag_min_shi;		 
always @(posedge clk or negedge rst_n) begin
	if(!rst_n)	begin
		min_ge <= 0;
		flag_min_ge <= 0;
	end
	else if(set_time_finish)	begin
		min_ge <= set_min_ge;
		flag_min_ge <= 0;
	end	
	else if(flag_sec_shi)	begin
		if(min_ge == 4'd9)	begin
			min_ge <= 0;
			flag_min_ge <= 1;
		end
		else	begin
			min_ge <= min_ge + 1;
			flag_min_ge <= 0;
		end
	end
	else	begin
		min_ge <= min_ge;
		flag_min_ge <= 0;
	end
end
always @(posedge clk or negedge rst_n) begin
	if(!rst_n)	begin
		min_shi <= 0;
		flag_min_shi <= 0;
	end
	else if(set_time_finish)	begin
		min_shi <= set_min_shi;
		flag_min_shi <= 0;
	end
	else if(flag_min_ge)	begin
		if(min_shi == 3'd5)	begin
			min_shi <= 0;
			flag_min_shi <= 1;
		end
		else	begin
			min_shi <= min_shi + 1;
			flag_min_shi <= 0;
		end
	end
	else	begin
		min_shi <= min_shi;
		flag_min_shi <= 0;
	end
end
reg		[3:0]	hour_ge;
reg		flag_hour_ge;
reg		[1:0]	hour_shi;
reg		flag_hour_shi;
always @(posedge clk or negedge rst_n) begin
	if(!rst_n)	begin
		hour_ge <= 0;
		flag_hour_ge <= 0;
	end
	else if(set_time_finish)	begin
		hour_ge <= set_hour_ge;
		flag_hour_ge <= 0;
	end	
	else if(flag_min_shi)	begin
		if(hour_ge == 4'd9)	begin
			hour_ge <= 0;
			flag_hour_ge <= 1;
		end
		else if((hour_shi == 3'd2) && (hour_ge == 4'd3))	begin
			hour_ge <= 0;
			flag_hour_ge <= 1;
		end
		else	begin
			hour_ge <= hour_ge + 1;
			flag_hour_ge <= 0;
		end
	end
	else	begin
		hour_ge <= hour_ge;
		flag_hour_ge <= 0;
	end
end
always @(posedge clk or negedge rst_n) begin
	if(!rst_n)	begin
		hour_shi <= 0;
		flag_hour_shi <= 0;
	end
	else if(set_time_finish)	begin
		hour_shi <= set_hour_shi;
		flag_hour_shi <= 0;
	end		
	else if(flag_hour_ge)	begin
		if(hour_shi == 3'd2)	begin
			hour_shi <= 0;
			flag_hour_shi <= 1;
		end
		else	begin
			hour_shi <= hour_shi + 1;
			flag_hour_shi <= 0;
		end
	end
	else	begin
		hour_shi <= hour_shi;
		flag_hour_shi <= 0;
	end
end
assign	sec_ge_r = sec_ge;
assign	sec_shi_r = sec_shi;
assign	min_ge_r = min_ge;
assign	min_shi_r = min_shi;
assign	hour_ge_r = hour_ge;
assign	hour_shi_r = hour_shi;
always @(posedge clk or negedge rst_n) begin
	if(!rst_n)	begin
		clock_out <= 0;
	end
	else if(!clock_en)	begin
		clock_out <= 0;
	end
	else if({hour_shi,hour_ge,min_shi,min_ge} == {clock_hour_shi,clock_hour_ge,clock_min_shi,clock_min_ge})	begin
		clock_out <= 1;
	end
	else	begin
		clock_out <= clock_out;
	end
end
endmodule
--- flow/constraint.sdc ---
current_design TOP

set clk_period 3.8
set clk_io_pct 0.2

create_clock -name clk0 -period $clk_period [get_ports {clk}]

set non_clock_inputs [all_inputs -no_clocks]
set_input_delay [expr $clk_period * $clk_io_pct] -clock clk0 $non_clock_inputs
set_output_delay [expr $clk_period * $clk_io_pct] -clock clk0 [all_outputs]
--- flow/run.sh ---
#!/bin/bash
# OpenROAD 26Q1-2900-gdf79404cd8, Yosys 0.63+post, stock flow scripts
make -C /OpenROAD-flow-scripts/flow DESIGN_CONFIG=/design/flow/config.mk WORK_HOME=/design/flow/orfs finish
==> run summary <==
fresh numbers from the pnr run: Tightest Hold Check Type=flip-flop to flip-flop, Yosys Warn Count=18, CTS tree=built, IO Port Bufs=68, Synth Seq Share=50.34%, Die Width=84.98 µm, required time of the critical path=~4000 ps, largest stage delay on the critical path=~830 ps, Vias=around 2100, RSZ-0062 raised after global routing=false, CTS root buf=clkbuf_8, Log Warnings=31, largest net degree at the start of global routing=50, Post-DP Area=roughly 0.0035 mm², Async S/R FF share, synth=a little under nine tenths, top post-synthesis cells by area=dfrtp_1, xnor2_1, dfxtp_1, EDFF count, synth=0, final hold vios=0, Syn-to-layout area delta=34.94%, chip area=between 0.007 and 0.008 mm², Rel. slew slack=between 40% and 50%, first-pass GRT wire length=9080 µm, final wirelength=between 5000 and 6000 µm, fin crit share=around 56%, fp_density=between 40% and 50%, GRT Overall Usage=16.25%, fin. max-slew vios=0, Post-CTS Resized=0, antenna violations before repair=0, crit-path cells=clkdlybuf4s50_1 -> buf_4 -> nor4_1, Crit-path slowest cell=clkdlybuf4s50_1, placed wire-length estimate=approximately 3800 µm, setup bufs post-CTS=0, critical path peak fanout=24, Max Buffers Root-to-Sink=2, Leak Pwr=roughly 1.6 nW, clock latency on the worst-skew pair=about 330 ps, Main synth FF type=dfrtp_1, Worst setup EP type=flip-flop, CTS buffer count=9, Worst Max-Slew Pin Slew=approximately 800 ps, WL/cell=between 10 and 15 µm, Clock Skew=roughly 7.9 ps, Post-synth regs=approximately 57, TritonRoute pass-1 iters=23, PwrDens=roughly 420 mW/mm², post-synth top area cell=dfrtp_1, Netlist Area Pre-Place=approximately 0.0028 mm², die height=84.98 µm, Synth top area share=44.53%, peak supply drop=0.2274 mV, final instance area=around 0.0037 mm², ys cells=about 280, placed cell count=414, fin cells=between 400 and 500, Syn Inst Count=approximately 280, hold bufs inserted after CTS=0, CTS clk-pin slew, worst paths=approximately 70 ps, family with the most delay on the worst path=buffers and inverters, share of layout cells above drive strength 1=8.215%, initial DRC count=approximately 67, ant diodes=0, RePlAce Congestion=0.7642, maximum clock frequency=469.1 MHz, clock period minus worst slack=2132 ps, critical path class=input port to flip-flop, total core area=approximately 0.0065 mm², Post-DRT Antenna Nets=0, status=complete, no violations, Mean Syn Cell Area=~9.9 µm², CP arrival=2350 ps, H-tree depth=3, Row Count=29, WP buf/inv=2, Remaining DRCs=0, Worst setup SP type=input port, max_cap viols=0, Ports=approximately 85, Sink Count=roughly 57, final setup vio count=0, GRT overflow=0, distinct cell type count after synthesis=around 40, post-synthesis chip area from yosys=roughly 0.0028 mm², drt via density=4.965, vias in the first global route=~2000, Final TNS setup=0 ps
-- cell usage after synthesis (2+ instances only) --
cell / number
dfrtp_1: 49
nand2_1: 29
xnor2_1: 23
o21ai_0: 21
a21oi_1: 14
inv_1: 14
nand3_1: 14
xor2_1: 13
buf_4: 12
nor2_1: 10
clkbuf_1: 9
dfxtp_1: 8
nor3_1: 6
ha_1: 5
nor4_1: 5
nand2b_1: 4
nor2b_1: 4
nor3b_1: 4
mux2_2: 3
nand3b_1: 3
nand4_1: 3
nor4b_1: 3
a31oi_1: 2
or3b_2: 2
or4_4: 2
-- state kept, by name, indices dropped and copies added (netlist names), 2 cells and up --
name                        count
time_control_inst.cnt_1ms      16
time_control_inst.hour_ge       4
display_ctrl_inst.m             6
time_control_inst.min_shi       3
time_control_inst.hour_shi      2
display_ctrl_inst.sel           8
time_control_inst.min_ge        4
time_control_inst.sec_shi       3
time_control_inst.sec_ge        4
-- kinds of logic after synthesis --
| group | Yosys count | synth area share [%] |
|---|---|---|
| DFF | 57 | 50.34 |
| other | 1 | 0.1362 |
| adders and majority gates | 5 | 2.272 |
| and+or+nand+nor | 97 | 19.67 |
| xor gates and xnor gates | 36 | 11.45 |
| buffers and inverters | 35 | 6.406 |
| muxes | 3 | 1.227 |
| AOI/OAI and AO/OA | 43 | 8.497 |
-- metrics by stage --
| step | hold slack (ps) | power, W | setup slack [ps] | util (%) |
|---|---|---|---|---|
| after floorplan | 421.4 | 0.0007296 | 2082 | - |
| after global placement | 438.9 | 0.0008274 | 1379 | 53.25 |
| after detailed placement | 449.9 | 0.0008285 | 1331 | 53.25 |
| after CTS | 461.4 | 0.001577 | 1642 | 57.21 |
| after global routing | 501.6 | 0.001621 | 1525 | 57.21 |
| final | 454.3 | 0.001545 | 1668 | 57.21 |
-- per-layer routing --
layer	up-vias	wire, µm	share of wire [%]	track usage, %
met5	-	0	0	0
met4	0	57	1.1	1.695
met3	6	420	7.7	4.541
met2	63	2523	46	26.32
met1	1005	2425	45	23.64
li1	1061	-	-	-
-- power breakdown --
part | total [W] | switching (W) | internal, W
Clock | 0.000731 | 0.000231 | 0.000500
Combinational | 0.000155 | 0.0000507 | 0.000105
Sequential | 0.000659 | 0.0000330 | 0.000626
Total | 0.00155 | 0.000315 | 0.00123
-- final cells by class --
cell class              count  area (µm²)
flip-flops and latches     57        1386
clock buffers              10       127.6
fillers                   557        2779
inverters                  14       52.55
well taps                  77       96.34
multi-input cells         196        1232
clock inverters             6       130.1
repair buffers             70       690.7
-- path summary, 6_finish.rpt --
check                                              startpoint                            end  slack, ps  depth (start not counted)
worst min register to register         display_ctrl_inst.m[0]         display_ctrl_inst.m[0]        450                          1
min in group asynchronous                               rst_n  time_control_inst.hour_shi[1]        510                          2
worst max-delay path                          set_time_finish  time_control_inst.flag_min_ge       1670                          3
max in group asynchronous                               rst_n   time_control_inst.cnt_1ms[7]       2830                          2
worst min-delay path                   display_ctrl_inst.m[0]         display_ctrl_inst.m[0]        450                          1
worst max register to register  time_control_inst.cnt_1ms[13]  time_control_inst.cnt_1ms[15]       1980                          4
-- layout by cell type, fill, tap and decap left out, types with 2 or more instances in the layout --
cell / Yosys / final
a21oi_1: 14 / 14
a31oi_1: 2 / 2
buf_4: 12 / 2
bufinv_16: 0 / 4
clkbuf_8: 0 / 9
clkdlybuf4s50_1: 0 / 67
clkinv_2: 0 / 2
conb_1: 1 / 12
dfrtp_1: 49 / 49
dfxtp_1: 8 / 8
ha_1: 5 / 5
inv_1: 14 / 14
mux2_2: 3 / 3
nand2_1: 29 / 29
nand2b_1: 4 / 4
nand3_1: 14 / 14
nand3b_1: 3 / 3
nand4_1: 3 / 3
nor2_1: 10 / 10
nor2b_1: 4 / 4
nor3_1: 6 / 6
nor3b_1: 4 / 4
nor4_1: 5 / 5
nor4b_1: 3 / 3
o21ai_0: 21 / 21
or3b_2: 2 / 2
or4_4: 2 / 2
xnor2_1: 23 / 23
xor2_1: 13 / 13
Power and IR drop assume default switching activity.
